$ cat ./design.v
module FIFO(input clk, rst, wr, rd,
            input [7:0] din, output reg [7:0] dout,
            output empty, full);
  reg [3:0] wptr = 0, rptr = 0;
  reg [4:0] cnt = 0;
  reg [7:0] mem [15:0];
  always @(posedge clk)
    begin
      if (rst == 1'b1)
        begin
          wptr <= 0;
          rptr <= 0;
          cnt  <= 0;
        end
      else if (wr && !full)
        begin
          mem[wptr] <= din;
          wptr      <= wptr + 1;
          cnt       <= cnt + 1;
        end
      else if (rd && !empty)
        begin
          dout <= mem[rptr];
          rptr <= rptr + 1;
          cnt  <= cnt - 1;
        end
    end
  assign empty = (cnt == 0) ? 1'b1 : 1'b0;
  assign full  = (cnt == 16) ? 1'b1 : 1'b0;
endmodule
interface fifo_if;
  logic clk, rd, wr;          
  logic full, empty;            
  logic [7:0] data_in;          
  logic [7:0] data_out;         
  logic rst;                    
endinterface
$ cat ./run.sh
#!/bin/bash
# OpenROAD 26Q1-2900-gdf79404cd8, Yosys 0.63+post, stock flow scripts
make -C /OpenROAD-flow-scripts/flow DESIGN_CONFIG=/design/flow/config.mk WORK_HOME=/design/flow/orfs finish
$ cat ./config.mk
export PLATFORM = sky130hd
export DESIGN_NAME = FIFO
export DESIGN_NICKNAME = FIFO
export VERILOG_FILES = /design/flow/design.v
export SDC_FILE = /design/flow/constraint.sdc
export NUM_CORES = 4
export LEC_CHECK = 1
export CORE_UTILIZATION = 40
$ cat ./constraint.sdc
current_design FIFO

set clk_period 5.7
set clk_io_pct 0.2

create_clock -name clk0 -period $clk_period [get_ports {clk}]

set non_clock_inputs [all_inputs -no_clocks]
set_input_delay [expr $clk_period * $clk_io_pct] -clock clk0 $non_clock_inputs
set_output_delay [expr $clk_period * $clk_io_pct] -clock clk0 [all_outputs]
==> job_summary.md <==
### Metrics collected by this job

| Metric | Value |
|---|---|
| Standard-cell row count | 44 |
| Minimum clock period after layout | between 3 and 4 ns |
| PnR Total Power | 3.01 mW |
| Length of routed wiring on met1 | between 4000 and 5000 um |
| Combinational power share | a little under a fifth |
| DRT antenna net count | 0 |
| Buffers from clock root to sink, at most | 2 |
| Maximum number of pins on one net before global-route repair | 35 |
| Worst Setup Path Type | in -> reg |
| Unique masters post-synth | 39 |
| RD Place Congestion | ~0.9 |
| Crit path capture type | register |
| Number of global-route vias before repair | around 3400 |
| Critical path's largest stage delay | about 0.66 ns |
| Crit path launch type | primary input |
| Die span in x | 125 um |
| Cell area after synthesis | around 0.0061 mm2 |
| Worst Hold Class | reg -> reg |
| Total length of routed wires | approximately 12000 um |
| Total Routing Usage GR | around 18% |
| Port bufs | 21 |
| Routed wire per std cell | slightly above 20 um |
| TritonCTS clock tree | built |
| Clock latency on the worst-skew pair | 0.42 ns |
| Worst slew pin tran | about 0.86 ns |
| Cells along the critical path | clkdlybuf4s50_1 -> inv_1 -> a21oi_1 -> inv_1 -> fa_1 -> a21o_1 -> a2111o_1 -> o211a_1 -> a211oi_1 |
| CTS Sinks | around 150 |
| N_diodes | 0 |
| Initial standard-cell utilization of the core | a little over 40% |
| Overall die height | 125 um |
| Chip area | approximately 0.016 mm2 |
| Combinational gate area | about 0.0016 mm2 |
| Run status | finished, final reports clean |
| Number of synthesis warnings | 1 |
| Slowest cell on crit path | sky130_fd_sc_hd__clkdlybuf4s50_1 |
| Area of all sequential standard cells | between 0.004 and 0.005 mm2 |
| CTS H-Tree Depth | 4 |
| Tcrit/Tclk final | between 60 and 70% |
| Worst endpoint required time | about 6.0 ns |
| Sum Neg Setup Slack | 0 ns |
| Final-layout fill cell count | 1212 |
| CTS Hold Bufs | 0 |
| Met3 wire length | 1080 um |
| Synthesis area per yosys | just over 0.006 mm2 |
| Sequential share of the synthesized area | between 70% and 80% |
| Total of cells resized after clock tree synthesis | 0 |
| WP buf/inv | 3 |
| CP Max Fanout | 8 |
| Met2 routed WL | about 5900 um |
| Power share of the clock group | a little under two fifths |
| Clk_skew | ~0.008 ns |
| Total of endpoints with negative setup slack in the final report | 0 |
| CTS Root Buffer Type | sky130_fd_sc_hd__clkbuf_16 |
| Max_slew headroom | between 40% and 50% |
| Total setup buffers inserted after CTS | 0 |
| HPWL after DPL | approximately 7700 um |
| Layout cells sized above 1 | between 10% and 20% |
| Via count | approximately 3200 |
| Highest signal layer in the routed design | met4 |
| Tally of OpenROAD warnings | 28 |
| Share of power burned in registers | around 45% |
| Maximum vdd drop | 0.000200 V |
| Mapped Avg Cell Area | ~17 um2 |
| TritonCTS Buffers | 17 |
| Fraction of power spent switching nets | around a quarter |
| Yosys stat cell total | between 300 and 400 |
| Leftover overflow at the end of global routing | 0 |
| First-pass GRT wire length | a little under 20000 um |
| Switching power | between 700 and 800 uW |
| FF+latch count, synth | roughly 150 |
| Initial antenna violation count | 0 |
| DRT Pass-1 Iters | 6 |
| Number of failing hold endpoints at the final stage | 0 |
| Cell leakage power | about 2.3 nW |
| Clock-pin slew on the worst setup and hold paths | ~0.060 ns |
| Maximum clock rate | approximately 280 MHz |
| Crit path max-delay family | AND-OR/OR-AND gates |
| Power per Cell Area | 425 mW/mm2 |
| Vias/cell | 5.45 |
| Arrival time of the worst setup path | 3.91 ns |
| RSZ-0062 raised after global routing | false |
| Iteration-0 DRC count of the detailed router | 318 |
| Area added between synthesis and finish | 16.7% |
| Fin. max-slew vios | 0 |
| DRC violations left | 0 |
| Max-cap check violation count | 0 |
| Most Frequent Cell on Critical Path | sky130_fd_sc_hd__inv_1 |
| I/O pin count | 22 |
| Total internal power | about 2.2 mW |
| Count of mapped cells out of synthesis | 359 |
| Area of the core region | around 0.015 mm2 |
==> worst reg2reg max path, delay by kind of cell, from the launching register on <==
kind	cells	cell delay, ns
AND-OR/OR-AND	5	1.19
flip-flops	1	0.41
buffers and inverters	1	0.20
adder cells (fa/ha/maj)	1	0.30
AND/OR/NAND/NOR	1	0.62
==> layout make-up <==
class,instances,area share [%]
Sequential cell,149,61.5
Tap cell,184,3.26
Clock inverter,15,2.30
Inverter,8,0.425
Timing Repair Buffer,29,3.82
Clock buffer,17,6.02
Multi-Input combinational cell,184,22.7
==> stage by stage <==
| stage | std cells | util, % | cell area, um2 | hold WS (ns) | setup slack (ns) |
|---|---|---|---|---|---|
| 6_report | 586 | 48.3 | 7070 | 0.580 | 2.13 |
| 5_1_grt | 586 | 48.3 | 7070 | 0.619 | 1.94 |
| 4_1_cts | 586 | 48.3 | 7070 | 0.577 | 2.17 |
| 3_5_place_dp | 554 | 44.3 | 6480 | 0.569 | 1.72 |
| 3_3_place_gp | 554 | 44.3 | 6480 | 0.557 | 1.76 |
| 2_1_floorplan | 359 | - | 6060 | 0.532 | 2.31 |
==> cell families after synthesis <==
| group | Yosys count | share of synthesized area, % |
|---|---|---|
| DFF | 149 | 71.7 |
| AOI/OAI and AO/OA | 63 | 7.87 |
| and+or+nand+nor | 57 | 4.38 |
| muxes | 49 | 11.4 |
| buffers and inverters | 26 | 1.80 |
| adders and majority gates | 9 | 1.98 |
| xor gates and xnor gates | 6 | 0.868 |
==> cell usage after synthesis (all sizes together) <==
cell       n  area, um2
a21o       2       15.0
a2111o     1       11.3
nand2b     1       6.26
mux4      16        360
inv        8       30.0
xnor2      3       26.3
a221oi    16        140
nor2b      1       6.26
o2111ai    2       17.5
edfxtp   136       4080
fa         1       20.0
or3        4       25.0
a211o      1       8.76
clkbuf     9       33.8
nor4       1       12.5
o211ai     3       32.5
mux2i     33        330
a22oi      8       60.1
a211oi     2       15.0
or2        1       6.26
nand3b     1       7.51
dfxtp     13        260
a31oi      1       6.26
ha         8        100
o41ai      1       27.5
nand3      3       15.0
or4        1       11.3
a21oi     10       53.8
o21ai     14       70.1
o211a      1       10.0
or3b       1       8.76
buf        9       45.0
nand2     15       56.3
and2       2       12.5
nor2      26       97.6
xor2       3       26.3
a31o       1       8.76
==> worst paths after layout <==
check / start / endpoint / slack, ns / depth (start not counted)
worst max-delay path: wr / cnt[4] / 2.13 / 9
worst min-delay path: wptr[3] / wptr[3] / 0.58 / 2
worst max register to register: cnt[0] / cnt[4] / 2.90 / 8
worst min register to register: wptr[3] / wptr[3] / 0.58 / 2
==> flip-flops by register name, summed over array words and instances, names as in the netlist <==
name  cells
mem     128
dout      8
wptr      4
cnt       5
rptr      4
==> layer usage <==
metal | track usage, % | up-vias
li1 | - | 1499
met1 | 25.0 | 1563
met2 | 27.5 | 115
met3 | 8.50 | 17
met4 | 3.16 | 0
met5 | 0.929 | -
==> cell usage in the layout, fill, tap and decap left out, types with 9 or more instances in the layout <==
cell / instances
sky130_fd_sc_hd__nand2_1: 15
sky130_fd_sc_hd__a221oi_1: 16
sky130_fd_sc_hd__a21oi_1: 9
sky130_fd_sc_hd__mux4_2: 16
sky130_fd_sc_hd__clkbuf_16: 17
sky130_fd_sc_hd__o21ai_0: 14
sky130_fd_sc_hd__mux2i_1: 33
sky130_fd_sc_hd__nor2_1: 26
sky130_fd_sc_hd__dfxtp_1: 12
sky130_fd_sc_hd__clkdlybuf4s50_1: 21
sky130_fd_sc_hd__edfxtp_1: 136
==> power by group through the flow <==
stage	Combinational, mW	Clock [mW]	Sequential [mW]
CTS	0.571	1.12	1.34
global route	0.627	1.17	1.35
finish	0.567	1.10	1.34
Power figures rest on the tool's default switching activity, not on a simulated workload.
